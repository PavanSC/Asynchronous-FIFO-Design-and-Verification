--- flow/config.mk ---
export PLATFORM = sky130hd
export DESIGN_NAME = async_fifo
export DESIGN_NICKNAME = async_fifo
export VERILOG_FILES = /design/flow/design.v
export SDC_FILE = /design/flow/constraint.sdc
export NUM_CORES = 4
export LEC_CHECK = 1
export CORE_UTILIZATION = 40
export SYNTH_HDL_FRONTEND = slang
--- flow/constraint.sdc ---
current_design async_fifo

set clk_period 2.9
set clk_io_pct 0.2

create_clock -name clk0 -period $clk_period [get_ports {rd_clk}]
create_clock -name clk1 -period $clk_period [get_ports {wr_clk}]

set non_clock_inputs [all_inputs -no_clocks]
set_input_delay [expr $clk_period * $clk_io_pct] -clock clk0 $non_clock_inputs
set_output_delay [expr $clk_period * $clk_io_pct] -clock clk0 [all_outputs]
--- flow/design.v ---
interface afifo_if (
    input logic wr_clk, 
    input logic rd_clk, 
    input logic reset
);
    logic wr_en;
    logic rd_en;
    logic [31:0] data_in;
    logic fifo_almost_full;
    logic fifo_almost_empty;
    logic fifo_full;
    logic fifo_empty;
    logic [31:0] data_out;
    clocking rdrv_cb @(posedge rd_clk);
        default input #1 output #1;
        output wr_en, rd_en, data_in;
        input fifo_full, fifo_empty, 
              fifo_almost_full, fifo_almost_empty, 
              data_out;
    endclocking
    clocking wdrv_cb @(posedge wr_clk);
        default input #1 output #1;
        output wr_en, rd_en, data_in;
        input fifo_full, fifo_empty, 
              fifo_almost_full, fifo_almost_empty, 
              data_out;
    endclocking
    clocking rmon_cb @(posedge rd_clk);
        default input #2 output #2;
        input wr_en, rd_en, data_in, 
              fifo_full, fifo_empty, 
              fifo_almost_full, fifo_almost_empty, 
              data_out;
    endclocking
    clocking wmon_cb @(posedge wr_clk);
        default input #2 output #2;
        input wr_en, rd_en, data_in, 
              fifo_full, fifo_empty, 
              fifo_almost_full, fifo_almost_empty, 
              data_out;
    endclocking
    modport RDRV_MP (
        input rd_clk, reset, 
        clocking rdrv_cb
    );
    modport WDRV_MP (
        input wr_clk, reset, 
        clocking wdrv_cb
    );
    modport RMON_MP (
        input rd_clk, reset, 
        clocking rmon_cb
    );
    modport WMON_MP (
        input wr_clk, reset, 
        clocking wmon_cb
    );
endinterface : afifo_if
`timescale 1ns/1ps
module dual_port_ram #(
    parameter int DATA_WIDTH = 32,
    parameter int ADDR_WIDTH = 3
)(
    input logic wr_clk,
    input logic reset,
    input logic wr_en,
    input logic [DATA_WIDTH-1:0] write_data, 
    input logic [ADDR_WIDTH-1:0] write_addr,
    input logic rd_en, 
    input logic [ADDR_WIDTH-1:0] read_addr,
    output logic [DATA_WIDTH-1:0] read_data
);
    logic [DATA_WIDTH-1:0] mem [2**ADDR_WIDTH];
    logic [DATA_WIDTH-1:0] read_data_reg;
    always_ff @(posedge wr_clk) begin 
        if (reset) begin
            for (int unsigned i = 0; i < 2**ADDR_WIDTH; i++) begin
                mem[i] <= '0;
            end
        end 
        else begin
            if (wr_en) begin
                mem[write_addr] <= write_data;
            end
        end
    end  
    always_ff @(posedge wr_clk) begin
        if (rd_en) begin
            read_data_reg <= mem[read_addr];
        end
        else begin
            read_data_reg <= mem[read_addr-1];
        end
    end
    assign read_data = read_data_reg;
endmodule : dual_port_ram
`timescale 1ns/1ps
module shift_register #(
    parameter int WIDTH = 3, 
    parameter int NUM_OF_STAGES = 2,
    parameter logic [WIDTH-1:0] RESET_VALUE = '0
)(
    input logic clk, 
    input logic reset, 
    input logic [WIDTH-1:0] d,
    output logic [WIDTH-1:0] q
);
    logic [WIDTH-1:0] shift_stages [NUM_OF_STAGES];
    always_ff @(posedge clk or posedge reset) begin
        if (reset) begin
            for (int unsigned i = 0; i < NUM_OF_STAGES; i++) begin
                shift_stages[i] <= RESET_VALUE;
            end
        end
        else begin
            shift_stages[0] <= d;
            for (int unsigned i = 0; i < NUM_OF_STAGES - 1; i++) begin
                shift_stages[i+1] <= shift_stages[i];
            end
        end
    end
    assign q = shift_stages[NUM_OF_STAGES-1];
endmodule : shift_register
module async_fifo #(
    parameter int DATA_WIDTH = 32,    
    parameter int FIFO_DEPTH = 16     
)(
    input logic wr_clk, rd_clk,       
    input logic reset,                 
    input logic wr_en,                 
    input logic rd_en,                 
    input  logic [DATA_WIDTH-1:0] data_in,    
    output logic [DATA_WIDTH-1:0] data_out,   
    output logic fifo_full,            
    output logic fifo_empty,           
    output logic fifo_almost_full,     
    output logic fifo_almost_empty     
);
    localparam int ADDR_WIDTH = $clog2(FIFO_DEPTH);
    logic [ADDR_WIDTH:0] wr_ptr, wr_ptr_gray, wr_ptr_gray2, wr_ptr_binary2;
    logic [ADDR_WIDTH:0] rd_ptr, rd_ptr_gray, rd_ptr_gray2, rd_ptr_binary2;
    logic t_fifo_empty, t_fifo_full;
    always_ff @(posedge wr_clk or posedge reset) begin
        if (reset)
            wr_ptr <= '0;
        else if (wr_en && !fifo_almost_full)
            wr_ptr <= wr_ptr + 1;
    end
    always_ff @(posedge rd_clk or posedge reset) begin
        if (reset)
            rd_ptr <= '0;
        else if (rd_en && !fifo_almost_empty)
            rd_ptr <= rd_ptr + 1;
    end
    assign wr_ptr_gray = binary_to_gray(wr_ptr);
    assign rd_ptr_gray = binary_to_gray(rd_ptr);
    shift_register #(
        .WIDTH(ADDR_WIDTH),
        .NUM_OF_STAGES(2)
    ) wr_ptr_synchronizer_inst (
        .clk(rd_clk),
        .reset(reset),
        .d(wr_ptr_gray),
        .q(wr_ptr_gray2)
    );
    shift_register #(
        .WIDTH(ADDR_WIDTH),
        .NUM_OF_STAGES(2)
    ) rd_ptr_synchronizer_inst (
        .clk(wr_clk),
        .reset(reset),
        .d(rd_ptr_gray),
        .q(rd_ptr_gray2)
    );
    assign wr_ptr_binary2 = gray_to_binary(wr_ptr_gray2);
    assign rd_ptr_binary2 = gray_to_binary(rd_ptr_gray2);
    assign t_fifo_empty = (rd_ptr == wr_ptr_binary2);
    assign fifo_almost_empty = t_fifo_empty;
    shift_register #(
        .WIDTH(1),
        .NUM_OF_STAGES(1),
        .RESET_VALUE(1)
    ) fifo_empty_inst (
        .clk(rd_clk),
        .reset(reset),
        .d(t_fifo_empty),
        .q(fifo_empty)
    );
    assign t_fifo_full = ((wr_ptr[ADDR_WIDTH] != rd_ptr_binary2[ADDR_WIDTH]) && 
                          (wr_ptr[ADDR_WIDTH-1:0] == rd_ptr_binary2[ADDR_WIDTH-1:0])) ? 1 : 0;
    assign fifo_almost_full = t_fifo_full;
    shift_register #(
        .WIDTH(1),
        .NUM_OF_STAGES(1),
        .RESET_VALUE(0)
    ) fifo_full_inst (
        .clk(wr_clk),
        .reset(reset),
        .d(t_fifo_full),
        .q(fifo_full)
    );
    dual_port_ram #(
        .DATA_WIDTH(DATA_WIDTH),
        .ADDR_WIDTH(ADDR_WIDTH)
    ) fifo_memory_inst (
        .wr_clk(wr_clk),
        .reset(reset),
        .wr_en(wr_en && !fifo_full),
        .write_data(data_in),
        .write_addr(wr_ptr[ADDR_WIDTH-1:0]),
        .rd_en(rd_en && !fifo_empty),
        .read_addr(rd_ptr[ADDR_WIDTH-1:0]),
        .read_data(data_out)
    );
    function automatic logic [ADDR_WIDTH:0] binary_to_gray(
        input logic [ADDR_WIDTH:0] value
    );
        binary_to_gray[ADDR_WIDTH] = value[ADDR_WIDTH];
        for (int i = ADDR_WIDTH; i > 0; i--) begin
            binary_to_gray[i-1] = value[i] ^ value[i-1];
        end
        return binary_to_gray;
    endfunction
    function automatic logic [ADDR_WIDTH:0] gray_to_binary(
        input logic [ADDR_WIDTH:0] value
    );
        logic [ADDR_WIDTH:0] l_binary_value;
        l_binary_value[ADDR_WIDTH] = value[ADDR_WIDTH];
        for (int i = ADDR_WIDTH; i > 0; i--) begin
            l_binary_value[i-1] = value[i-1] ^ l_binary_value[i];
        end
        return l_binary_value;
    endfunction
endmodule : async_fifo
--- flow/run.sh ---
#!/bin/bash
# OpenROAD 26Q1-2900-gdf79404cd8, Yosys 0.63+post, stock flow scripts
make -C /OpenROAD-flow-scripts/flow DESIGN_CONFIG=/design/flow/config.mk WORK_HOME=/design/flow/orfs finish
==> flow_summary.ini <==
; implementation run metrics
[logic_synthesis]
number_of_cells_in_the_yosys_synthesis_report = 1641
yosys.area.top_type = sky130_fd_sc_hd__edfxtp_1
synth_cell_area_um2 = 25100
synth_xor_xnor_area_share_pct = 0.642
synth_seq_share_pct = 66.5
synth_cells = 1641
synthAdderAreaFrac_pct = 0.747
topCombFamilyByArea = simple AND/OR/NAND/NOR gates
post_synth_main_area_contributors = sky130_fd_sc_hd__edfxtp_1 (61%), sky130_fd_sc_hd__and3_1 (13%), sky130_fd_sc_hd__mux4_2 (11%)
synth-warning-count = 0
post_synth_and_or_nand_nor_area_fraction_pct = 15.4
post_synth_ao_oa_area_fraction_pct = 1.73
mux_area_share_pct = 11.6
ys.flops = 572
synth_top_area_share_pct = 61.2
ys_chip_area_um2 = 25100
top_cell = sky130_fd_sc_hd__and3_1
yosys-top-cells-count = sky130_fd_sc_hd__and3_1 (519), sky130_fd_sc_hd__edfxtp_1 (512), sky130_fd_sc_hd__clkbuf_1 (170), sky130_fd_sc_hd__mux4_2 (128), sky130_fd_sc_hd__nand3_1 (103)
yosys.cell_types.count = 40
avgSynthCellArea_um2 = 15.3
number_of_flops_mapped_to_enable_cells_by_yosys = 512
ys_async_sr_fraction_pct = 4.90
dominant_register_cell = sky130_fd_sc_hd__edfxtp_1

[critical_path]
critical_path_arrival_ns = 2.22
path_buffers = 1
worstPathCellList = xor3_1, or3_4, a221oi_4, clkdlybuf4s50_1
critPathKind = reg2out
cpPeakStageDelay_ns = 0.51
critical_path.max_fanout = 3
crit_required_ns = 2.32
critPathCaptureType = output port
cpMaxStageDelayCell = sky130_fd_sc_hd__clkdlybuf4s50_1
start_kind = register
cp_top_family = buffers and inverters

[route]
drcViolationCount = 0
antennaDiodeCount = 0
final_ant_viol_nets = 0
vias = 14800
drt-initial-drc-count = 965
drt_pass1_iterations = 5
detail_route.wl_per_cell_um = 26.9
routed_via_density = 5.78
routed_wl_mm = 68.8

[floorplan]
core-area_um2 = 61900
die_h_um = 253
design.portCount = 73
rows = 91
chip_area_um2 = 63800
chipWidth_um = 253
floorplan.initialDensity_pct = 40.6

[clocking]
clock_slew_at_the_register_clock_pins_of_the_worst_setup_and_hold_paths_ns = 0.05
cts_hold_bufs = 0
cts.sink_count = 572
tritoncts_clock_tree = yes

[global_route]
grt_overflow_total = 0
antenna_found_initial = 9
via_count_of_the_first_global_routing_pass = 15637
groute.usage.overall_pct = 23.9
grt_first_pass_wirelength_mm = 103
grt_start_max_net_pins = 129

[sta]
timing.final.ws_setup_ns = 0.0979
finalClockSkew_ns = 0.0185
hold_slack_final_ns = 0.196
rsz0062_at_grt = false
worst-slew-pin-transition_ns = 0.823
worst_slew_margin_rel_pct = 45.1
finalMaxSlewViolations = 0
timing_hold_violations_final = 0
count_of_endpoints_failing_setup_in_the_final_report = 0

[power_and_ir_drop]
vdd_drop_max_uv = 693
totalPowerFinal_mw = 29.6
total_leakage_power_nw = 12.4
cellPowerDensity_nw_per_um2 = 1010

[final_layout]
fillerInstances = 5132
area_growth_syn_to_layout_pct = 16.8
finish.utilization_pct = 47.4
largest_register_ff_count = 512
proportion_of_layout_cells_with_a_drive_suffix_above_1_pct = 20.7

[worst_hold_path]
holdCritPathClass = reg2reg

[placement]
portBuffers = 71
detailedPlacementHpwl_mm = 37.4
dp_slack_ns = -0.121
placer_s_final_routability_congestion_estimate = 0.818

[job]
warnings = 39
cap_viol_max_count = 0

[status]
result_of_the_run = complete, no violations
==> cell type report <==
cell class	count	area (µm²)	area share (%)
multi-input cells	860	7750	26.4
clock inverters	22	262	0.890
well taps	837	1050	3.57
clock buffers	89	1720	5.86
inverters	11	41.3	0.141
repair buffers	168	1830	6.23
flip-flops and latches	572	16700	56.9
==> per-stage QoR <==
stage          area (µm²)  std cells  setup TNS [ns]
2_1_floorplan       25100       1641               0
3_3_place_gp        27300       2445          -0.253
3_5_place_dp        27300       2445          -0.219
4_1_cts             29400       2558               0
5_1_grt             29400       2559               0
6_report            29400       2559               0
==> final timing paths <==
check / from / endpoint / slack, ns / depth (start not counted)
max: wr_ptr_synchronizer_inst.q[3] / fifo_almost_empty / 0.1 / 4
min: rd_ptr[3] / rd_ptr_synchronizer_inst.shift_stages[7] / 0.20 / 1
max reg2reg: rd_ptr[1] / fifo_memory_inst.read_data[13] / 0.62 / 8
min reg2reg: rd_ptr[3] / rd_ptr_synchronizer_inst.shift_stages[7] / 0.20 / 1
max in group clk1: rd_en / fifo_memory_inst.read_data[13] / 0.58 / 8
max in group asynchronous: reset / fifo_empty_inst.q / 1.62 / 4
min in group clk0: wr_ptr_synchronizer_inst.shift_stages[5] / wr_ptr_synchronizer_inst.q[1] / 0.35 / 0
min in group asynchronous: reset / wr_ptr[1] / 0.59 / 4
==> per-layer routing <==
layer | GRT usage, % | vias up | routed length (µm)
met5 | 0.463 | - | 132
met4 | 4.40 | 20 | 1500
met3 | 14.4 | 128 | 9560
met2 | 35.2 | 826 | 32200
met1 | 32.4 | 7329 | 25400
li1 | - | 6497 | -
==> layout by cell type (no fill, tap or decap), drive strengths merged, types with 14 or more instances in the layout <==
cell,instances
and3,519
edfxtp,512
mux4,128
nand3,103
buf,97
clkbuf,89
clkdlybuf4s50,70
a22oi,32
dfxtp,32
dfrtp,27
a21o,17
ha,15
clkinv,14
==> cell families after synthesis <==
family / after synthesis
adders and majority gates: 15
muxes: 131
DFF: 572
buffers and inverters: 209
xor gates and xnor gates: 15
AOI/OAI and AO/OA: 56
and+or+nand+nor: 643
==> repair_timing <==
action                     in CTS  in global routing
resized                         5                  4
pin swaps                       3                  4
setup endpoints to repair       1                  2
buffers inserted                2                  1
==> where the power goes <==
group	internal (mW)	switching, mW
Combinational	5.12	6.15
Sequential	10.1	0.503
Clock	4.54	3.15
Power is estimated from default activity; no workload was simulated.
